$ cat ./run.sh
#!/bin/bash
# OpenROAD 26Q1-2900-gdf79404cd8, Yosys 0.63+post, stock flow scripts
make -C /OpenROAD-flow-scripts/flow DESIGN_CONFIG=/design/flow/config.mk WORK_HOME=/design/flow/orfs finish
$ cat ./config.mk
export PLATFORM = sky130hd
export DESIGN_NAME = SingleCycleALU
export DESIGN_NICKNAME = SingleCycleALU
export VERILOG_FILES = /design/flow/design.v
export SDC_FILE = /design/flow/constraint.sdc
export NUM_CORES = 4
export LEC_CHECK = 1
export CORE_UTILIZATION = 50
$ cat ./constraint.sdc
current_design SingleCycleALU

set clk_period 5.3
set clk_io_pct 0.2

create_clock -name clk0 -period $clk_period [get_ports {clk}]

set non_clock_inputs [all_inputs -no_clocks]
set_input_delay [expr $clk_period * $clk_io_pct] -clock clk0 $non_clock_inputs
set_output_delay [expr $clk_period * $clk_io_pct] -clock clk0 [all_outputs]
$ cat ./design.v
module SingleCycleALU (
    input [1:0] A,           
    input [1:0] B,           
    input [2:0] Op,          
    input [3:0] Address,     
    input [2:0] MemOp,       
    input clk,               
    output reg [2:0] Y,      
    output reg [2:0] MemOut  
);
    reg [2:0] Memory [0:15];  
    always @(posedge clk) begin
        case (Op)
            3'b000: Y = A + B;         
            3'b001: Y = A - B;         
            3'b010: Y = A & B;         
            3'b011: Y = A | B;         
            3'b100: Y = ~A;            
            default: Y = 3'b000;       
        endcase
        case (MemOp)
            3'b000: ;                  
            3'b001: Memory[Address] = Y;  
            3'b010: MemOut = Memory[Address];  
            default: MemOut = 3'b000;  
        endcase
    end
endmodule
==> metrics.log <==
[flow] summary of implementation run
[metrics] count of final max-slew check failures: 0
[metrics] highest net fanout along the worst path: 10
[metrics] Std-Cell Rows: 25
[metrics] highest cell delay on the worst timing path: 0.50 ns
[metrics] Top-area cell share: 0.597
[metrics] total number of vias: 1643
[metrics] Setup crit end kind: flop
[metrics] final weighted congestion of routability-driven global placement: 0.894
[metrics] synthesized area divided by synthesized cell count: 12.8 sq um
[metrics] number of warning messages in the yosys log: 2
[metrics] status: finished, final reports clean
[metrics] detailed-placement wirelength estimate: 3690 microns
[metrics] TritonCTS clock tree: done
[metrics] core outline area: 0.00482 sq mm
[metrics] measured slew at the worst slew-check pin: around 0.7 ns
[metrics] maximum VDD drop: 0.229 mV
[metrics] startpoint kind of the worst setup timing path: input port
[metrics] sequential share of the synthesized area: 0.620
[metrics] depth of the worst register-to-register path: 5
[metrics] wire length of the first global-routing pass: just under 8000 microns
[metrics] net load switching power: 0.194 mW
[metrics] switching share of power: 0.239
[metrics] number of distinct library cell variants in the gate-level netlist after synthesis: 44
[metrics] period utilisation layout: 0.605
[metrics] Sink Count: roughly 54
[metrics] sequential group share of total power: 0.592
[metrics] clk slew on worst S/H paths: 0.11 ns
[metrics] Final Routed Wirelength: 5070 microns
[metrics] Gate power share: 0.113
[metrics] final hold slack: 0.620 ns
[metrics] final setup vio count: 0
[metrics] worst slew margin relative to its limit: 0.525
[metrics] commonest cells in the synthesized netlist: 51 x edfxtp_1, 24 x nor2_1, 17 x nand2_1, 10 x a21oi_1
[metrics] Die Outline Area: 0.00542 sq mm
[metrics] total negative slack: 0 ns
[metrics] classification of the worst-slack hold path: reg2reg
[metrics] average detailed-routed wire length per instance: around 18 microns
[metrics] layout cells sized above 1: 0.117
[metrics] endpoint of the worst-slack reg-to-reg timing path: MemOut[2]
[metrics] Final ANT Viol Nets: 0
[metrics] number of buffers created by CTS: 5
[metrics] clock network fraction of design power: 0.295
[metrics] number of buffers on the longest clock path: 2
[metrics] floorplan core density: 0.532
[metrics] maximum number of pins on one net before global-route repair: 34
[metrics] worst clock skew: 0.0127 ns
[metrics] Setup crit end: Memory[0][2]
[metrics] library cell with the highest instance count after synthesis: edfxtp_1
[metrics] via count of the first global-routing pass: around 1600
[metrics] ys flop type: edfxtp_1
[metrics] cell family contributing the most delay on the critical path: buffers and inverters
[metrics] Synth area leader: edfxtp_1
[metrics] yosys cell count: roughly 200
[metrics] cts repair resizes: 0
[metrics] cell with the largest stage delay on the worst path: clkdlybuf4s50_1
[metrics] leakage component of the power: 0.907 nW
[metrics] Post-Syn Instances: 200
[metrics] post-detailed-route via-to-cell ratio: 5.69
[metrics] required time of the critical path: roughly 5.5 ns
[metrics] worst path arrival time: 3.36 ns
[metrics] Stages on worst setup path: 8
[metrics] critical path type: in2reg
[metrics] number of flip-flops and latches in the synthesized netlist: 54
[metrics] critical-path cell list: clkdlybuf4s50_1 -> inv_1 -> ha_1 -> mux2i_1 -> fa_1 -> o32a_1 -> nor2_1 -> buf_4
[metrics] antenna violations before repair: 0
[metrics] Power Density: approximately 280 mW/mm^2
[metrics] die x size: approximately 74 microns
[metrics] deepest level of the CTS H-tree: 2
[metrics] Netlist Area Pre-Place: 0.00256 sq mm
[metrics] final period demand of the worst path: 3.21 ns
[metrics] chip area in the Yosys report: 0.00256 sq mm
[metrics] number of antenna repair diodes: 0
[metrics] setup repair after global routing missed its margin: false
[metrics] total congestion overflow after global routing: 0
[metrics] Internal Pwr Total: 0.617 mW
[metrics] Clock Root Buffer: clkbuf_8
[metrics] buffer and inverter count on the worst path: 3
[metrics] die height: 73.6 microns
[metrics] number of hold-repair buffers added at the cts stage: 0
[metrics] Global Route Usage Sum: 0.218
[metrics] R2R Path Start: Memory[11][2]
[metrics] count of routing violations after the opening detailed-route iteration: 191
[metrics] largest cells by area after synthesis: edfxtp_1 60%, nor2_1 3.5%, nand2_1 2.5%, dfxtp_1 2.3%, mux2i_1 2.3%
[metrics] FILL cells: 387
[metrics] setup fix buffers added after clock tree synthesis: 0
[metrics] MaxCap Viol Count: 0
[metrics] Post-synth EDFFs: 51
[metrics] Port Buf Inserts: 20
[metrics] Hold Fails Final Rpt: 0
[metrics] upper clock frequency limit: just over 300 MHz
[metrics] remaining design rule violation count: 0
[metrics] relative area change from synthesis to final layout: 11.2%
[metrics] first element of the critical path: B[0]
[metrics] FF-to-FF setup slack: 3.87 ns
[metrics] share of synthesized registers carrying an async set or reset: 0
[metrics] I/O pin total: 21
[metrics] count of TritonRoute iterations in the first routing pass: 4
[metrics] insertion delay at the late pin of the worst-skew pair: 0.31 ns
[metrics] total number of warnings across the stage logs: 27
[cells in the final DEF, fill, tap and decap left out, types with 4 or more instances in the layout]
cell	count
o21ai_0	7
nor3_1	6
ha_1	4
clkbuf_8	5
a21oi_1	10
a32oi_1	6
nor2_1	24
nand2_1	17
mux2i_1	6
buf_4	6
clkdlybuf4s50_1	20
edfxtp_1	51
nand3_1	7
inv_1	7
[worst min path at each step]
stage                   startpoint   endpoint  slack, ns  depth (start not counted)
after CTS             Memory[0][2]  MemOut[2]       0.63                          2
after global routing  Memory[0][0]  MemOut[0]       0.70                          2
final                 Memory[0][2]  MemOut[2]       0.62                          2
[stage by stage]
stage / setup WS, ns / cell area, sq um / instances / utilization / power [mW]
after floorplan: 2.18 / 2560 / 200 / - / 0.548
after global placement: 1.83 / 2760 / 281 / 0.572 / 0.580
after detailed placement: 1.79 / 2760 / 281 / 0.572 / 0.582
after CTS: 2.10 / 2850 / 289 / 0.592 / 0.814
after global routing: 1.92 / 2850 / 289 / 0.592 / 0.842
final: 2.09 / 2850 / 289 / 0.592 / 0.811
[layer usage]
layer	global-route usage	vias to the layer above	part of all wire
met1	0.343	778	0.43
met4	0.0299	0	0.018
met2	0.336	66	0.47
li1	-	790	-
met5	0	-	0
met3	0.0721	9	0.079
[flip-flops by register name (all words and copies together), names as in the netlist]
register / flops
MemOut: 3
Y: 3
Memory: 48
[kinds of logic after synthesis]
| family | count (synthesis) | synth area share |
|---|---|---|
| AOI/OAI and AO/OA | 39 | 0.112 |
| adders and majority gates | 6 | 0.0312 |
| buffers and inverters | 20 | 0.0654 |
| DFF | 54 | 0.620 |
| muxes | 8 | 0.0322 |
| and+or+nand+nor | 73 | 0.139 |
[cell type report]
class,count,area [sq um],share of cell area
Clock buffer,5,68.8,0.0241
Tap cell,67,83.8,0.0294
Inverter,8,30.0,0.0105
Clock inverter,3,26.3,0.00921
Multi-Input combinational cell,126,806,0.283
Timing Repair Buffer,26,245,0.0860
Sequential cell,54,1590,0.558
[power by group through the flow]
stage	combinational [mW]	clock, mW	sequential [mW]
final	0.0914	0.239	0.480
after CTS	0.0918	0.241	0.480
after global routing	0.102	0.259	0.481
[tightest hold or removal path: stages (launching register included)]
cell,delay (ns)
edfxtp_1,0.34
o21ai_0,0.08
a21oi_1,0.10
No activity file was given, so power comes from the tool's default toggle rates.
