File: flow/run.sh
#!/bin/bash
# OpenROAD 26Q1-2900-gdf79404cd8, Yosys 0.63+post, stock flow scripts
make -C /OpenROAD-flow-scripts/flow DESIGN_CONFIG=/design/flow/config.mk WORK_HOME=/design/flow/orfs finish
File: flow/design.v
module MultiCycleALUmem (
    input clk,                  
    input reset,                
    input start,                
    input [1:0] A,              
    input [1:0] B,              
    input [2:0] Op,             
    input [3:0] Address,        
    output reg [2:0] Y,         
    output reg [2:0] MemOut,    
    output reg done             
);
    reg [2:0] Memory [0:15];    
    reg [2:0] temp_result;      
    typedef enum reg [2:0] {
        IDLE = 3'b000,
        EXECUTE = 3'b001,
        MEMORY_READ = 3'b010,
        MEMORY_WRITE = 3'b011,
        WRITEBACK = 3'b100
    } state_t;
    state_t current_state, next_state;
    always @(posedge clk or posedge reset) begin
        if (reset)
            current_state <= IDLE;
        else
            current_state <= next_state;
    end
    always @(*) begin
        case (current_state)
            IDLE:
                if (start)
                    next_state = (Op[2]) ? ((Op[1]) ? MEMORY_WRITE : MEMORY_READ) : EXECUTE;
                else
                    next_state = IDLE;
            EXECUTE: 
                next_state = WRITEBACK;
            MEMORY_READ: 
                next_state = WRITEBACK;
            MEMORY_WRITE: 
                next_state = IDLE;
            WRITEBACK: 
                next_state = IDLE;
            default: 
                next_state = IDLE;
        endcase
    end
    always @(posedge clk or posedge reset) begin
        if (reset) begin
            temp_result <= 3'b000;
            Y <= 3'b000;
            MemOut <= 3'b000;
            done <= 1'b0;
        end else begin
            case (current_state)
                IDLE: 
                    done <= 1'b0;
                EXECUTE: begin
                    case (Op[1:0])
                        2'b00: temp_result <= A + B;   
                        2'b01: temp_result <= A - B;   
                        2'b10: temp_result <= A & B;   
                        2'b11: temp_result <= A | B;   
                        default: temp_result <= 3'b000;
                    endcase
                end
                MEMORY_READ: 
                    MemOut <= Memory[Address];
                MEMORY_WRITE: 
                    Memory[Address] <= A;
                WRITEBACK: begin
                    Y <= temp_result;
                    done <= 1'b1;
                end
            endcase
        end
    end
endmodule
File: flow/config.mk
export PLATFORM = sky130hd
export DESIGN_NAME = MultiCycleALUmem
export DESIGN_NICKNAME = MultiCycleALUmem
export VERILOG_FILES = /design/flow/design.v
export SDC_FILE = /design/flow/constraint.sdc
export NUM_CORES = 4
export LEC_CHECK = 1
export CORE_UTILIZATION = 40
File: flow/constraint.sdc
current_design MultiCycleALUmem

set clk_period 1.9
set clk_io_pct 0.2

create_clock -name clk0 -period $clk_period [get_ports {clk}]

set non_clock_inputs [all_inputs -no_clocks]
set_input_delay [expr $clk_period * $clk_io_pct] -clock clk0 $non_clock_inputs
set_output_delay [expr $clk_period * $clk_io_pct] -clock clk0 [all_outputs]
==> results_dict.tcl <==
# collected from the flow reports
set metrics [dict create \
    status "finished clean" \
    peakVddDrop_v 0.0004119 \
    dieWidth_um 75.44 \
    max_cap_viol_count 0 \
    cp_max_fo 6 \
    via_per_inst 5.024 \
    cts_buffers 5 \
    syn_area_per_cell_sq_um 12.40 \
    wire_per_inst_um 14.04 \
    antenna_cells 0 \
    drt_pass1_iterations 6 \
    die_h_um 75.44 \
    fin_ws_ns 0.1221 \
    criticalPathCategory "in2reg" \
    dp_slack_ns -0.5271 \
    placed_cells 281 \
    yosys-stat-area_sq_mm 0.002157 \
    clock_path_buffers 2 \
    worstSkewPairLatency_ns 0.29 \
    setup-violations-final 0 \
    antenna_found_initial 0 \
    cp-start-kind "input pin" \
    arrival_ns 1.95 \
    netlist_top_cells_count "32 x edfxtp_1, 27 x nor2_1, 13 x dfrtp_1, 13 x inv_1" \
    top_cells_by_area "edfxtp_1 45%, dfrtp_1 15%, nor2_1 4.7%, mux2i_1 3.2%, ha_1 2.3%" \
    power_density_mw_per_mm2 825.5 \
    overflow 0 \
    row_count 26 \
    synth.cell_area_sq_mm 0.002157 \
    slew_viol_final 0 \
    ys_cells 174 \
    layoutNonFillerInstCount 290 \
    regArea_sq_mm 0.001313 \
    rsz0062_at_grt "false" \
    vias 1457 \
    hp-class "in2async" \
    cts_root_buf "clkbuf_8" \
    worst_pin_slew_ns 0.5126 \
    synth-seq-cells 46 \
    top_area_cell "edfxtp_1" \
    fp.coreArea_sq_mm 0.005140 \
    hold_viol 0 \
    synth-edff-count 32 \
    period_needed_ns 1.778 \
    drive_gt1_frac 0.2227 \
    drc 0 \
    power_mw 2.220 \
    antenna_left 0 \
    dp_hpwl_mm 2.916 \
    grt_pass1_vias 1468 \
    io_pins 21 \
    synth_seq_share 0.6085 \
    drt_iter0_drc 86 \
    place.gp.congestion 0.8409 \
    grt_pass1_wl_mm 6.644 \
    rrSetupSlack_ns 0.53 \
    syn2layout_area_growth_pct 24.65 \
    ys.flop_type "edfxtp_1" \
    worstPathRequired_ns 2.07 \
    power.leakage_nw 1.035 \
    fin_crit_sh 0.9358 \
    wl_mm 4.071 \
    relSlewSlack 0.6579 \
    io_buffers 19 \
    synth_top_area_share 0.4455 \
    ys_warn_count 2 \
    clk_pin_slew_ns 0.08 \
    rr_worst_depth 4 \
    htreeDepth 2 \
    synth_cell_type_count 43 \
    regToRegStartpoint "current_state[4]" \
    fp_util 0.4197 \
    endpoint_kind "flop" \
    fillers 450 \
    maxClockFrequency_mhz 562.5 \
    synth.most_common_cell "edfxtp_1" \
    track_usage 0.1650 \
    dieArea_sq_mm 0.005690 \
    warnings 27 \
    comb_area_sq_um 738.2 \
    cts.sinks 46 \
    clock_skew_ns 0.001804 \
    grt_max_degree 18 \
    tritoncts "done" \
    r2r_end "Memory[8][1]" \
    async_reset_ff_frac 0.3043 \
    syn_inst 174 \
]
[cells in the final DEF (no fill, tap or decap), types with 2 or more instances in the layout]
cell type | netlist | routed
edfxtp_1 | 32 | 32
nor2_1 | 27 | 27
buf_4 | 5 | 27
clkdlybuf4s50_1 | 0 | 17
dfrtp_1 | 13 | 13
inv_1 | 13 | 13
mux2i_1 | 7 | 7
nand2b_1 | 7 | 7
clkbuf_8 | 0 | 6
a21oi_1 | 5 | 5
nand2_1 | 5 | 5
nand3b_1 | 5 | 5
o22ai_1 | 5 | 5
mux2_2 | 4 | 4
nand3_1 | 4 | 4
ha_1 | 4 | 4
nand4b_1 | 3 | 3
a31oi_1 | 2 | 2
nor2b_1 | 2 | 2
nor3b_1 | 2 | 2
o41ai_1 | 2 | 2
dlygate4sd2_1 | 0 | 2
[state kept, by name, indices dropped and copies added, names as in the netlist]
name and cells:
Memory 32, current_state 5, temp_result 3, MemOut 2, Y 3, done 1
[power breakdown]
part           switching, mW  internal (mW)  leakage (nW)  total, mW
clock network          0.302          0.293        0.0482      0.596
logic                  0.138          0.253         0.529      0.391
registers             0.0603           1.17         0.457       1.23
total                  0.501           1.72          1.03       2.22
[routing by layer]
metal | wire length [um] | vias up | global-route usage
li1 | - | 713 | -
met1 | 1969 | 694 | 0.2460
met2 | 1777 | 44 | 0.2550
met3 | 259 | 6 | 0.06032
met4 | 64 | 0 | 0.02058
met5 | 0 | - | 0
[logic make-up after synthesis]
logic type	after synthesis	synth area share
compound gates	27	0.09745
xor+xnor	1	0.004061
fa+ha+maj	6	0.03712
buf+inv	22	0.05221
flops	46	0.6085
mux	11	0.05336
other cells	1	0.001738
simple gates	60	0.1456
[repair_timing]
action | CTS | global route
gates resized | 5 | 0
hold buffers | 0 | 0
buffers inserted | 1 | 0
endpoints found under the setup margin | 2 | 0
[per-stage QoR]
step / instance area (sq um) / hold WS [ns] / util / TNS, ns
CTS: 2689 / 0.4635 / 0.5231 / 0
floorplan: 2157 / 0.2685 / - / 0
finish: 2689 / 0.4489 / 0.5231 / 0
detailed placement: 2586 / 0.4700 / 0.5032 / -2.648
global route: 2689 / 0.4773 / 0.5231 / 0
global placement: 2586 / 0.4516 / 0.5032 / -2.024
[critical path: stages]
cell and delay [ns]:
clkdlybuf4s50_1 0.56, buf_4 0.16, nand2b_1 0.26, o211ai_1 0.16, a221oi_2 0.33, a21oi_1 0.10
[how the worst max path moves through the flow]
stage / startpoint / end / slack, ns
6_report: Address[0] / MemOut[0] / 0.12
5_1_grt: Op[1] / temp_result[2] / 0.04
4_1_cts: Op[1] / temp_result[2] / 0.15
[layout make-up]
cell class / instances / share of cell area
sequential: 46 / 0.4881
clock inverter: 1 / 0.001861
multi-input combinational: 106 / 0.2745
clock buffer: 7 / 0.03211
inverter: 13 / 0.01815
timing repair buffer: 47 / 0.1526
tap: 70 / 0.03257
No activity file was given, so power comes from the tool's default toggle rates.
