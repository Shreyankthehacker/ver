==> ./design.v <==
module MultiCycleALU (
    input clk,                 
    input reset,               
    input start,               
    input [1:0] A,             
    input [1:0] B,             
    input [1:0] Op,            
    output reg [2:0] Y,        
    output reg done            
);
    typedef enum reg [1:0] {
        IDLE = 2'b00,
        EXECUTE = 2'b01,
        WRITEBACK = 2'b10
    } state_t;
    state_t current_state, next_state;
    reg [2:0] temp_result;
    always @(posedge clk or posedge reset) begin
        if (reset) 
            current_state <= IDLE;
        else 
            current_state <= next_state;
    end
    always @(*) begin
        case (current_state)
            IDLE: 
                if (start)
                    next_state = EXECUTE;
                else
                    next_state = IDLE;
            EXECUTE: 
                next_state = WRITEBACK;
            WRITEBACK: 
                next_state = IDLE;
            default: 
                next_state = IDLE;
        endcase
    end
    always @(posedge clk or posedge reset) begin
        if (reset) begin
            temp_result <= 3'b000;
            Y <= 3'b000;
            done <= 1'b0;
        end else begin
            case (current_state)
                IDLE: begin
                    done <= 1'b0;
                end
                EXECUTE: begin
                    case (Op)
                        2'b00: temp_result <= A + B;   
                        2'b01: temp_result <= A - B;   
                        2'b10: temp_result <= A & B;   
                        2'b11: temp_result <= A | B;   
                        default: temp_result <= 3'b000;
                    endcase
                end
                WRITEBACK: begin
                    Y <= temp_result;
                    done <= 1'b1;
                end
            endcase
        end
    end
endmodule
==> ./run.sh <==
#!/bin/bash
# OpenROAD 26Q1-2900-gdf79404cd8, Yosys 0.63+post, stock flow scripts
make -C /OpenROAD-flow-scripts/flow DESIGN_CONFIG=/design/flow/config.mk WORK_HOME=/design/flow/orfs finish
==> ./config.mk <==
export PLATFORM = sky130hd
export DESIGN_NAME = MultiCycleALU
export DESIGN_NICKNAME = MultiCycleALU
export VERILOG_FILES = /design/flow/design.v
export SDC_FILE = /design/flow/constraint.sdc
export NUM_CORES = 4
export LEC_CHECK = 1
export CORE_AREA = 10 10 71 71
export DIE_AREA = 0 0 81 81
==> ./constraint.sdc <==
current_design MultiCycleALU

set clk_period 1.1
set clk_io_pct 0.2

create_clock -name clk0 -period $clk_period [get_ports {clk}]

set non_clock_inputs [all_inputs -no_clocks]
set_input_delay [expr $clk_period * $clk_io_pct] -clock clk0 $non_clock_inputs
set_output_delay [expr $clk_period * $clk_io_pct] -clock clk0 [all_outputs]
==> flow_metrics.env <==
# flow metrics
export IMPL_largest_area_cell="dfrtp_1"
export IMPL_max_slew_margin_pct=76.6
export IMPL_drc=0
export IMPL_power_share_sequential_pct=40.2
export IMPL_max_cap_viol_count=0
export IMPL_cts_sinks=10
export IMPL_clock_skew_ns=0.00448
export IMPL_grt_overflow=0
export IMPL_cts_buffer_depth=2
export IMPL_htree_levels=1
export IMPL_antenna_found_initial=0
export IMPL_nFillCells=378
export IMPL_hold_path_class="primary input to async pin"
export IMPL_gp_congestion=0.707
export IMPL_grt_pass1_wl_um=1810
export IMPL_pre_cts_slack_ns=-1.11
export IMPL_wl_per_cell_um=8.75
export IMPL_power_leakage_nw=0.411
export IMPL_tightest_slew_ns=0.351
export IMPL_routed_via_density=3.20
export IMPL_cts_buffers=3
export IMPL_slowest_delay_ns=0.35
export IMPL_synth_seq_share_pct=49.6
export IMPL_die_area_um2=6560
export IMPL_finalCriticalPeriod_ns=1.32
export IMPL_crit_buf_inv=2
export IMPL_most_common_cell="dfrtp_1"
export IMPL_die_y_um=81
export IMPL_drt_iter0_drc=16
export IMPL_yosys_cells=43
export IMPL_ios=13
export IMPL_ys_ff=10
export IMPL_clock_fmax_mhz=759
export IMPL_crit_path_top_delay_cell="fa_2"
export IMPL_finalMaxSlewViolations=0
export IMPL_area_leaders="dfrtp_1 44%, ha_1 9.9%, mux2_2 8.9%"
export IMPL_antenna_cells=0
export IMPL_first_pass_iters=2
export IMPL_edf_count=0
export IMPL_p_comb_share_pct=28.5
export IMPL_worstPathCellList="buf_12 > inv_12 > ha_4 > mux2i_2 > fa_2 > nor3_2 > nor3_1 > mux2_4"
export IMPL_hold_viol_final=0
export IMPL_synth_warnings=1
export IMPL_crit_type="primary input to flop"
export IMPL_io_buffers=12
export IMPL_dp_hpwl_um=881
export IMPL_worstPathMaxFanout=2
export IMPL_finalClockPeriodUsage_pct=120
export IMPL_setup_viol=2
export IMPL_insertion_delay_ns=0.23
export IMPL_synthFlopType="dfrtp_1"
export IMPL_rsz0062_at_grt="yes"
export IMPL_grt_pass1_vias=447
export IMPL_rows=22
export IMPL_powerDensity_nw_per_um2=1580
export IMPL_common_cells="9 x dfrtp_1, 7 x inv_1, 4 x ha_1, 4 x mux2_2"
export IMPL_drt_total_wl_um=1030
export IMPL_syn_inst=43
export IMPL_grt_max_degree=11
export IMPL_warnings=30
export IMPL_fp_util_pct=13.9
export IMPL_p_sw_uw=333
export IMPL_ir_drop_uv=498
export IMPL_endpoint_kind="flop"
export IMPL_grt_usage_pct=3.28
export IMPL_top_cell_area_share_pct=44.4
export IMPL_synthToLayoutAreaGrowth_pct=81.0
export IMPL_p_int_mw=1.12
export IMPL_fin_cells=118
export IMPL_clkTransAtPathRegs_ns=0.05
export IMPL_status="finished with violations"
export IMPL_sw_frac_of_total_pct=23.0
export IMPL_core_area_um2=3630
export IMPL_root_buffer="clkbuf_8"
export IMPL_ys_types=21
export IMPL_critPathLaunchType="primary input"
export IMPL_worst_slack_ns=-0.218
export IMPL_dp_cells=111
export IMPL_cp_data_arrival_time_ns=1.43
export IMPL_postRouteAntennaNets=0
export IMPL_critPathRequiredTime_ns=1.21
export IMPL_async_flop_share_pct=100
export IMPL_syn_area_um2=507
export IMPL_cts_tree="yes"
export IMPL_num_vias=378
export IMPL_cp_top_family="adder cells"
export IMPL_drive_gt1_share_pct=52.9
export IMPL_clkPwrFrac_pct=31.3
export IMPL_dieWidth_um=81
export IMPL_violations="setup timing"
export IMPL_synth_avg_cell_area_um2=11.8
export IMPL_yosys_area_um2=507
==> final timing paths <==
path / start / end / slack (ns) / cells past startpoint
max: B[1] / temp_result[2] / -0.22 / 8
min: reset / Y[0] / 0.26 / 2
max reg2reg: current_state[1] / Y[2] / 0.20 / 1
min in group clk0: Op[1] / temp_result[0] / 0.46 / 4
max in group asynchronous: reset / current_state[0] / 0.54 / 2
min reg2reg: Y[0] / Y[0] / 0.49 / 1
==> placed cells by master, fill, tap and decap left out, drive strengths merged, types with 2 or more instances in the layout <==
cell type      instances
nor3                   2
buf                   16
dlygate4sd2            3
mux2i                  2
mux2                   4
clkdlybuf4s50          2
ha                     4
clkbuf                 4
dfrtp                  9
clkdlybuf4s15          2
inv                    7
==> stage by stage <==
step                setup TNS (ns)  hold WS, ns  area [um2]  utilization (%)  power [mW]
finish                      -0.430        0.259         917             25.2        1.45
global route                -0.482        0.329         917             25.2        1.56
CTS                         -0.512        0.277         915             25.2        1.46
detailed placement           -2.78        0.476         802             22.1        1.01
global placement             -2.72        0.464         802             22.1        1.00
floorplan                   -0.649       0.0595         562                -       0.750
==> state kept, by name, summed over array words and instances, names as in the netlist <==
| signal | flops |
|---|---|
| Y | 3 |
| current_state | 3 |
| done | 1 |
| temp_result | 3 |
==> cell families (layout without fill, tap and decap cells) <==
group / after synthesis / after routing / synth area share (%)
AND-OR/OR-AND: 7 / 7 / 9.14
adder cells (fa/ha/maj): 6 / 6 / 16.0
buffers and inverters: 7 / 34 / 5.19
flip-flops: 10 / 10 / 49.6
multiplexers: 6 / 6 / 12.8
AND/OR/NAND/NOR: 7 / 7 / 7.16
==> power groups by stage <==
stage | combinational [mW] | sequential, mW | clock, mW
4_1_cts | 0.420 | 0.585 | 0.455
5_1_grt | 0.464 | 0.605 | 0.494
6_report | 0.413 | 0.582 | 0.453
==> area by class of cell <==
| cell class | instances | area (um2) | share of cell area [%] |
|---|---|---|---|
| Tap cell | 48 | 60.1 | 6.55 |
| Timing Repair Buffer | 23 | 210 | 22.9 |
| Sequential cell | 10 | 251 | 27.4 |
| Clock buffer | 4 | 55.1 | 6.00 |
| Inverter | 7 | 51.3 | 5.59 |
| Multi-Input combinational cell | 26 | 289 | 31.5 |
==> per-layer routing <==
metal | up-vias | part of all wire [%] | GRT usage (%)
met3 | 0 | 6.9 | 1.22
met4 | 0 | 0 | 0.692
li1 | 197 | - | -
met5 | - | 0 | 0
met2 | 9 | 47 | 5.10
met1 | 172 | 46 | 4.28
==> what timing repair did <==
action	CTS	global route
buffers inserted	5	0
hold buffers	0	0
endpoints found under the setup margin	7	4
pin swaps	8	2
gates resized	43	2
Power figures rest on the tool's default switching activity, not on a simulated workload.
